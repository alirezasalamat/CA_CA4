### config.mk
export PLATFORM = sky130hd
export DESIGN_NAME = EX_MEM_Reg
export DESIGN_NICKNAME = EX_MEM_Reg
export VERILOG_FILES = /design/flow/design.v
export SDC_FILE = /design/flow/constraint.sdc
export NUM_CORES = 4
export LEC_CHECK = 1
export CORE_UTILIZATION = 40
### constraint.sdc
current_design EX_MEM_Reg

set clk_period 1.0
set clk_io_pct 0.2

create_clock -name clk0 -period $clk_period [get_ports {clk}]

set non_clock_inputs [all_inputs -no_clocks]
set_input_delay [expr $clk_period * $clk_io_pct] -clock clk0 $non_clock_inputs
set_output_delay [expr $clk_period * $clk_io_pct] -clock clk0 [all_outputs]
### design.v
`timescale 1 ns / 1 ns
module EX_MEM_Reg(clk, rst,
                    mem_write_in, mem_read_in, reg_write_in, mem_to_reg_in,
                    mux_reg_dst_out_in, ALU_zero_in,
                    ALU_result_in, mux_ALU_src_B_out_in,
                    mem_write_out, mem_read_out, reg_write_out, mem_to_reg_out,
                    mux_reg_dst_out_out, ALU_zero_out,
                    ALU_result_out, mux_ALU_src_B_out_out);
    input clk, rst;
    input mem_to_reg_in;
    output reg mem_to_reg_out;
    input [4:0] mux_reg_dst_out_in;
    output reg [4:0] mux_reg_dst_out_out;
    input ALU_zero_in;
    input [31:0] ALU_result_in;
    output reg ALU_zero_out;
    output reg [31:0] ALU_result_out;
    input [31:0] mux_ALU_src_B_out_in;
    output reg [31:0] mux_ALU_src_B_out_out;
    input mem_read_in, mem_write_in;
    output reg mem_read_out, mem_write_out;
    input reg_write_in;
    output reg reg_write_out;
    always @(posedge clk or posedge rst) begin
        if (rst == 1'b1) begin
            mem_write_out <= 1'b0;
            mem_read_out <= 1'b0;
            reg_write_out <= 1'b0;  
            mem_to_reg_out <= 1'b0;
            mux_reg_dst_out_out <= 32'b0000000000000000_0000000000000000;
            ALU_zero_out <= 1'b0;
            ALU_result_out <= 32'b0000000000000000_0000000000000000;
            mux_ALU_src_B_out_out <= 32'b0000000000000000_0000000000000000;
        end
        else begin
            mem_write_out <= mem_write_in;
            mem_read_out <= mem_read_in;
            reg_write_out <= reg_write_in;  
            mem_to_reg_out <= mem_to_reg_in;
            mux_reg_dst_out_out <= mux_reg_dst_out_in;
            ALU_zero_out <= ALU_zero_in;
            ALU_result_out <= ALU_result_in;
            mux_ALU_src_B_out_out <= mux_ALU_src_B_out_in;
        end
    end
endmodule
### run.sh
#!/bin/bash
# OpenROAD 26Q1-2900-gdf79404cd8, Yosys 0.63+post, stock flow scripts
make -C /OpenROAD-flow-scripts/flow DESIGN_CONFIG=/design/flow/config.mk WORK_HOME=/design/flow/orfs finish
==> results.rst <==
Metrics
=======

.. list-table::
   :header-rows: 1

   * - Metric
     - Value
   * - Endpoint arrival time on the critical path
     - 0.87 ns
   * - Post-DP HPWL
     - 3710 um
   * - FF+latch count, synth
     - 74
   * - Clock tree from TritonCTS
     - yes
   * - Crit path cell chain
     - buf_2
   * - Kind of end point of the critical path
     - output port
   * - Setup violators final
     - 41
   * - Initial standard-cell utilization of the core
     - 0.420
   * - Tally of filler cells in the layout
     - 274
   * - Maximum number of pins on one net before global-route repair
     - 43
   * - # IOs
     - 150
   * - Area occupied by registers
     - 0.00185 mm^2
   * - P per Cell Area
     - 1870 mW/mm^2
   * - Ratio of final minimum period to clock period
     - 1.07
   * - Critical path's largest stage delay
     - 0.40 ns
   * - Leakage power of the design
     - 1.59 nW
   * - Main flop type after synthesis
     - dfrtp_1
   * - Number of CTS-inserted buffers
     - 9
   * - Max-slew violations
     - 0
   * - Count of flip-flops with a built-in enable after synthesis
     - 0
   * - Hold-fix buffers, CTS
     - 0
   * - Pre-antenna DRT Iters
     - 4
   * - Sink Count
     - 74
   * - Switching part of the total power
     - 0.188
   * - Height of the chip
     - 70.1 um
   * - Post-detailed-routing wire length
     - 5290 um
   * - Cell with the most instances after synthesis
     - dfrtp_1
   * - Deepest level of the CTS H-tree
     - 3
   * - Number of warnings in the stage logs
     - 29
   * - Post-CTS clock slew at the launch and capture registers of the worst setup and hold paths
     - 0.07 ns
   * - Count of multi-input gates
     - 0
   * - Synth Instances
     - 75
   * - Horiz. Die Dim
     - 70.1 um
   * - Slew at the pin closest to its max-slew limit
     - 0.217 ns
   * - Initial antenna violation count
     - 0
   * - Global-route wire length before repair
     - 8160 um
   * - Outcome
     - complete, but fails checks
   * - Worst Slack Setup Final
     - -0.0653 ns
   * - Antenna diodes
     - 0
   * - Total power after layout
     - 0.00622 W
   * - Maximum VDD drop
     - 1.44 mV
   * - Synthesized chip area reported by yosys
     - 0.00186 mm^2
   * - Top post-synthesis cells by count
     - 74 x dfrtp_1, 1 x inv_1
   * - Number of core rows
     - 24
   * - Path type of the worst min-delay path
     - input pin to async pin
   * - Headroom to the max-slew limit
     - 0.856
   * - Peak clock frequency supported by timing
     - 939 MHz
   * - Buffers from clock root to sink, at most
     - 2
   * - Sequential cell fraction of total power
     - 0.512
   * - Average wire per standard cell
     - 17.9 um
   * - Layout cells sized above 1
     - 0.383
   * - DRC violations left
     - 0
   * - Critical path's slowest cell
     - dfrtp_1
   * - Violated checks
     - setup timing
   * - Largest fanout of any net on the critical path
     - 1
   * - Vias in the first global route
     - 1429
   * - Most area-hungry cell type in the Yosys netlist
     - dfrtp_1
   * - Proportion of power drawn by the clock network
     - 0.407
   * - Setup fix buffers added after clock tree synthesis
     - 0
   * - Switching power
     - 0.00117 W
   * - Area added between synthesis and finish
     - 79.0%
   * - Vias per inst
     - 4.35
   * - Initial detailed-routing violation count
     - 47
   * - Critical path launch point type
     - flop
   * - Number of distinct library cell variants in the gate-level netlist after synthesis
     - 2
   * - Clock root buffer
     - clkbuf_8
   * - Synth area leaders
     - dfrtp_1 100%, inv_1 0.20%
   * - GR Util All Layers
     - 0.246
   * - Proportion of synthesized chip area in sequential cells
     - 0.998
   * - Yosys warning count
     - 1
   * - Final Hold Viols
     - 0
   * - Path type of the worst setup path
     - flop to output port
   * - Final Core Density
     - 0.753
   * - CP bufs+invs
     - 1
   * - RSZ-0062 raised after global routing
     - true
   * - Post-synth top area share
     - 0.998
   * - Post-synthesis cell area
     - 0.00186 mm^2
   * - Syn Area/Cell
     - 24.7 um^2
   * - Power share of the combinational group
     - 0.081
   * - Yosys Instances
     - 75
   * - Top cell family by delay on the critical path
     - flip-flops
   * - WP data required
     - 0.80 ns
   * - Port-buffer cells
     - 149
   * - Share of synthesized registers carrying an async set or reset
     - 1.00
   * - Via Count
     - 1282
   * - ANT nets after route
     - 0
   * - Overflow left after global routing
     - 0
   * - Placer Congestion
     - 0.747
   * - Max-cap check violation count
     - 0
   * - Min Tclk post-route
     - 1.07 ns
   * - Area taken by multi-input logic gates
     - 0 um^2
   * - Placeable core region
     - 0.00441 mm^2
   * - Pint
     - 0.00505 W
   * - Area of the die
     - 0.00492 mm^2
routing by layer:
layer | up-vias | share of wire | track usage
met2 | 108 | 0.47 | 0.363
met5 | - | 0 | 0
met1 | 613 | 0.38 | 0.368
li1 | 555 | - | -
met4 | 0 | 0.012 | 0.0222
met3 | 6 | 0.14 | 0.130
cells in the final DEF, fill, tap and decap left out, drive strengths merged:
master / count
clkinvlp: 1
dfrtp: 74
clkinv: 2
buf: 77
clkdlybuf4s50: 75
bufinv: 2
clkbuf: 12
worst max path at each step:
stage	slack [ns]	cells after the start	to	start
after global routing	-0.12	1	ALU_result_out[18]	ALU_result_out[18]
final	-0.07	1	ALU_result_out[18]	ALU_result_out[18]
after CTS	-0.09	1	ALU_result_out[18]	ALU_result_out[18]
through the flow:
step	hold slack [ns]	cell area [um^2]	TNS (ns)	setup WS, ns	instances
final	0.294	3320	-0.596	-0.0653	295
after detailed placement	0.628	3460	-0.0656	-0.0341	279
after floorplan	0.231	1860	-1.92	-0.0259	75
after CTS	0.283	3320	-1.81	-0.0932	295
after global routing	0.276	3320	-3.56	-0.116	295
after global placement	0.631	3460	-0.00307	-0.00307	279
power groups by stage:
stage	clock network (W)	registers [W]	logic [W]
after CTS	0.00259	0.00318	0.000514
after global routing	0.00273	0.00319	0.000546
final	0.00253	0.00318	0.000501
worst min-delay path, cell delays in order:
cell             delay (ns)
clkdlybuf4s50_1        0.46
clkinvlp_4             0.15
buf_12                 0.17
final cells by class:
class	count	share of cell area
Clock buffer	12	0.0467
Inverter	1	0.00226
Clock inverter	4	0.0222
Sequential cell	74	0.557
Tap cell	52	0.0196
Timing Repair Buffer	152	0.352
timing repair:
| item | CTS | global route |
|---|---|---|
| pin swaps | 0 | 0 |
| endpoints found under the setup margin | 74 | 74 |
| resized | 228 | 0 |
| endpoints found under the hold margin | 0 | 0 |
| cloned | 0 | 0 |
kinds of logic after synthesis:
| kind of cell | synth area share |
|---|---|
| buffers and inverters | 0.00202 |
| flip-flops | 0.998 |
state kept, by name, summed over array words and instances (netlist names):
| signal | cells |
|---|---|
| ALU_zero_out | 1 |
| mem_read_out | 1 |
| mem_write_out | 1 |
| reg_write_out | 1 |
| ALU_result_out | 32 |
| mem_to_reg_out | 1 |
| mux_reg_dst_out_out | 5 |
| mux_ALU_src_B_out_out | 32 |
Power and IR drop assume default switching activity.
