[./config.mk]
export PLATFORM = sky130hd
export DESIGN_NAME = mux_32_bit
export DESIGN_NICKNAME = mux_32_bit
export VERILOG_FILES = /design/flow/design.v
export SDC_FILE = /design/flow/constraint.sdc
export NUM_CORES = 4
export LEC_CHECK = 1
export CORE_AREA = 10 10 71 71
export DIE_AREA = 0 0 81 81
[./run.sh]
#!/bin/bash
# OpenROAD 26Q1-2900-gdf79404cd8, Yosys 0.63+post, stock flow scripts
make -C /OpenROAD-flow-scripts/flow DESIGN_CONFIG=/design/flow/config.mk WORK_HOME=/design/flow/orfs finish
[./design.v]
`timescale 1 ns / 1 ns
module mux_32_bit(in_0, in_1, out, select);
    input [31:0] in_0, in_1;
    input select;
    output reg [31:0] out;
    always @(in_0, in_1, select) begin
        out = 32'b0000000000000000_0000000000000000;
        if (select == 1'b0)
            out = in_0;
        else if (select == 1'b1)
            out = in_1;
    end
endmodule
module mux_32bit_test();
    reg [31:0] in_0, in_1;
    reg select;
    wire [31:0] out;
    mux_32_bit mux_32_bit_test(in_0, in_1, out, select);
    initial begin
        in_0 = 32'b0000000000000000_0000000000000000;
        in_1 = 32'b1111111111111111_1111111111111111;
        select = 1'b0;
        #1000 select = 1'b1;
        #1000 in_1 = 32'b1010101010101010_1010101010101010;
        #1000 in_0 = 32'b0101010101010101_0101010101010101;
        select = 1'b0;
        #1000;
    end
endmodule
[./constraint.sdc]
current_design mux_32_bit

set clk_period 1.0
set clk_io_pct 0.2

create_clock -name clk0 -period $clk_period

set non_clock_inputs [all_inputs -no_clocks]
set_input_delay [expr $clk_period * $clk_io_pct] -clock clk0 $non_clock_inputs
set_output_delay [expr $clk_period * $clk_io_pct] -clock clk0 [all_outputs]
==> run notes <==
fresh numbers from the pnr run: status finished, violations left, failing checks negative setup slack, Worst setup SP type input pin, Tot Pwr 0.624 mW, DP Worst Slack -0.512 ns, non-filler cells, final 187, vias in the first global route 764, core area 3630 sq um, GRT overflow 0, Initial Util 15.0%, largest area contributor in the netlist mux2_4, Slew Limit Headroom 94.2%, ANT cells 0, Total Wirelength 2880 um, worst min-delay path endpoint out[29], share of layout cells above drive strength 1 54.0%, CP Class in2out, Cells after Synth 36, Distinct lib cells used 4, CP max FO 6, post-DP HPWL 2500 um, syn_area_per_cell 15.1 sq um, top cells by count, synth mux2_4 (30), buf_12 (3), mux2_2 (2), Total GRT Usage 7.79%, vias 715, synth top area cells mux2_4 (83%), buf_12 (11%), mux2_2 (4.1%), Area Growth Syn to Fin 192%, Design Area, Final 1590 sq um, count of flip-flops and latches 0, PwrDens 392 nW/um^2, maximum vdd ir drop 0.000169 V, die span in y 81 um, min-delay src in_1[29], port bufs 97, Residual DRC 0, Chip Area, Yosys 544 sq um, setup ws final -0.179 ns, # clk buffers 0, Yosys Warn Count 1, crit end category output port, switching power 0.137 mW, initial antenna violation count 0, combinational power share 100.0%, WHS Path Cells 3, Hold WC Path Type in2out, Post-DP Area 1540 sq um, DIE WIDTH 81 um, largest net degree at the start of global routing 11, DRT Pass-1 Iters 2, fin. max-slew vios 0, clock power share 0%, Max-area cell share 82.8%, Initial DRC Count 3, fin crit share 118%, GP Congestion 0.832, Leak 0.872 nW, IO Count 97, RSZ-0062 raised after global routing yes, most frequent cell after synthesis mux2_4, Die Size 6560 sq um, register area 0 sq um, Tmin final 1.18 ns, Seq share, synth 0%, dpl cells 179, Least-Margin Pin Slew 0.0870 ns, max-cap viol count 0, Mapped Area 544 sq um, Post-DRT Antenna Nets 0, Worst Path Required 0.80 ns, Fin. Hold Viols 0, first-pass GRT wire length 4140 um, Crit. Startpoint select, Worst EP arrival 0.98 ns, Core Rows 22, drt wl/cell 15.4 um, Net Sw Frac 22.0%, final core occ 43.8%, sequential share of power 0%, yosys cell count 36, Tool Warnings 34, Vias/cell 3.82, Fmax 848 MHz, Power Internal 0.487 mW, final setup fails 32
power by group through the flow:
stage | sequential, mW | combinational [mW] | clock, mW
finish | 0 | 0.624 | 0
global route | 0 | 0.666 | 0
CTS | 0 | 0.614 | 0
worst max-delay path by stage:
stage                 endpoint  slack (ns)  depth (start not counted)
final                   out[4]       -0.18                          5
after global routing   out[31]       -0.20                          3
after CTS               out[4]       -0.18                          5
worst max-delay path, stage by stage:
cell	delay [ns]
buf_12	0.12
buf_12	0.13
buf_12	0.12
mux2_4	0.29
buf_6	0.11
layer usage:
layer / up-vias / global-route usage, % / share of wire, %
met5: - / 0 / 0
met4: 0 / 0 / 0
met3: 0 / 2.78 / 12
met2: 50 / 14.3 / 50
met1: 320 / 9.03 / 37
li1: 345 / - / -
cells by family (layout without fill, tap and decap cells):
kind of cell / after synthesis / after routing / share of synthesized area (%)
buffers and inverters: 4 / 107 / 13.1
muxes: 32 / 32 / 86.9
cells in the final DEF (no fill, tap or decap):
cell	n
clkdlybuf4s50_1	9
buf_4	1
mux2_2	1
buf_2	13
mux2_4	31
dlymetal6s2s_1	4
buf_6	23
buf_16	2
buf_12	4
dlygate4sd2_1	51
layout make-up:
class,instances,area [sq um]
fill,357,2040
timing repair buffer,107,1050
tap,48,60.1
multi-input combinational,32,477
per-stage QoR:
stage / setup TNS [ns] / hold slack, ns
5_1_grt: -3.86 / 0.717
6_report: -3.30 / 0.691
2_1_floorplan: 0 / 0.498
3_5_place_dp: -15.81 / 1.19
3_3_place_gp: -15.61 / 1.17
4_1_cts: -3.62 / 0.751
timing repair:
| item | 4_1_cts | 5_1_grt |
|---|---|---|
| endpoints found under the hold margin | 0 | 0 |
| setup endpoints to repair | 32 | 32 |
| buffers inserted | 5 | 1 |
| cloned | 2 | 0 |
| hold buffers | 0 | 0 |
| gates resized | 171 | 10 |
Power is estimated from default activity; no workload was simulated.
